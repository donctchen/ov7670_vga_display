### design.v
`timescale 1ns/1ns
module vga_control(
    input wire sys_clk,  
    input wire clk25,   
    input wire reset,
    input wire [11:0] ram_output_data,  
    input wire ready_display,   
    output wire [16:0] read_RAM_address, 
    output wire [3:0] vga_red,  
    output wire [3:0] vga_green,
    output wire [3:0] vga_blue,
    output wire vga_hsync,
    output wire vga_vsync,
    input wire testmode
);
reg [3:0] vga_red_reg;
reg [3:0] vga_green_reg;
reg [3:0] vga_blue_reg;
reg hsync_reg = 0;
reg vsync_reg = 0;
reg [9:0] hcount = 0;
reg [9:0] vcount = 0;
reg [16:0] read_RAM_address_reg;
assign read_RAM_address = read_RAM_address_reg;
assign vga_red = vga_red_reg;
assign vga_green = vga_green_reg;
assign vga_blue = vga_blue_reg;
assign vga_hsync = hsync_reg;
assign vga_vsync = vsync_reg;
always @(posedge clk25 or negedge reset) begin
    if (!reset) begin
        read_RAM_address_reg <= #1 {17{1'b0}};    
        hcount <= #1 1'b0;
        vcount <= #1 1'b0;
        vga_red_reg <= #1 4'b0000;
        vga_green_reg <= #1 4'b0000;
        vga_blue_reg <= #1 4'b0000;
    end
    else begin
        hcount <= #1 (hcount == 799)? 0: hcount + 1;    
        hsync_reg <= #1 (hcount >= 659 && hcount <=755)? 0 : 1;   
        if (hcount == 699)
            vcount <= #1 (vcount == 524) ? 0 : vcount + 1;
        vsync_reg <= #1 (vcount == 494) ? 0 : 1;
        if (hcount < 320 && vcount < 240) begin
            if (testmode) begin
                vga_red_reg <= #1 4'b0111;
                vga_green_reg <= #1 4'b0111;
                vga_blue_reg <= #1 4'b0111; 
            end
            else begin                
                vga_red_reg[3:0] <= #1 ram_output_data[11:8];
                vga_green_reg[3:0] <= #1 ram_output_data[7:4];
                vga_blue_reg[3:0] <= #1 ram_output_data[3:0];
            read_RAM_address_reg <= #1 hcount + 320*vcount + 1;
            end
        end
        else begin
            vga_red_reg <= #1 4'b0000;
            vga_green_reg <= #1 4'b0000;
            vga_blue_reg <= #1 4'b0000; 
        end
        if (vcount >= 240) 
            read_RAM_address_reg <= #1 0;
    end    
end
endmodule
### run.sh
#!/bin/bash
# OpenROAD 26Q1-2900-gdf79404cd8, Yosys 0.63+post, stock flow scripts
make -C /OpenROAD-flow-scripts/flow DESIGN_CONFIG=/design/flow/config.mk WORK_HOME=/design/flow/orfs finish
### config.mk
export PLATFORM = sky130hd
export DESIGN_NAME = vga_control
export DESIGN_NICKNAME = vga_control
export VERILOG_FILES = /design/flow/design.v
export SDC_FILE = /design/flow/constraint.sdc
export NUM_CORES = 4
export LEC_CHECK = 1
export CORE_UTILIZATION = 30
### constraint.sdc
current_design vga_control

set clk_period 5.6
set clk_io_pct 0.2

create_clock -name clk0 -period $clk_period [get_ports {clk25}]

set non_clock_inputs [all_inputs -no_clocks]
set_input_delay [expr $clk_period * $clk_io_pct] -clock clk0 $non_clock_inputs
set_output_delay [expr $clk_period * $clk_io_pct] -clock clk0 [all_outputs]
==> flow_summary.ini <==
; flow metrics
[run_status]
status = completed

[synth]
synth-seq-cells = 51
yosysTopAreaCell = dfrtp_1
ys_cells = 291
yosys_area_mm2 = 0.002848
synthDistinctLibCells = 47
edf_count = 2
synth_cells = 291
yosys_most_used_dff = dfrtp_1
async_flop_share = 0.9608
yosysTopAreaCellShare = 0.4306
ys_seq_frac = 0.4517
synth.avg_cell_area_um2 = 9.786
netlist_area_mm2 = 0.002848
area_leaders = dfrtp_1 (43%), ha_1 (10%), xor2_1 (4.9%)
ys_warn_count = 1

[place]
post-dp-hpwl_um = 4015
finalWeightedCongestion = 0.7881
portBuffers = 45
placed_area_mm2 = 0.003418
dp_cells = 441

[grt]
grt_pass1_wl_um = 10010
grt_pass1_vias = 2117
grtUsageTotal = 0.1274
grt-ovfl-total = 0
grt_antenna_before_repair = 0
grt_max_degree = 52

[drt]
routed_wl_um = 5539
dr.pass1.iters = 4
detail_route.wl_per_cell_um = 12.34
route.detailed.drc = 0
antenna_left = 0
antenna_cells = 0
via_count = 2202
drt_iter0_markers = 96
routed_via_density = 4.904

[timing]
setup_viol = 0
drv_slew = 0
fin_skew_ns = 0.006022
setup-tns-final_ns = 0
finalCritPeriodShare = 0.6083
period_minus_slack_ns = 3.406
worstMarginPinSlew_ns = 0.7723
rsz0062_at_grt = false
finalHoldViolations = 0
slew_headroom = 0.4718
maxClockFrequency_mhz = 293.6

[clock_network]
cts_tree = yes
clock-sinks = 51
postCtsSetupBuffers = 0
clockBufferDepth = 2
ctsHoldBuffers = 0
ctsRootBufferMaster = clkbuf_8
htree_num_levels = 2
cts_made_buffers = 5
cts-resized-gates = 0
clk_pin_slew_worst_paths_ns = 0.09
clock_latency_ns = 0.30

[worst_setup_path]
crit_path_max_incr_delay_ns = 0.70
crit_buf_inv = 0
rrSetupSlack_ns = 2.19
cp_data_required_time_ns = 5.78
worstRegToRegCells = 9
end_kind = flop
timing.rr.start = vcount[1]$_DFFE_PN0N_
crit_path_max_fanout = 7
crit_path_start_kind = flop
r2r-end = read_RAM_address_reg[16]$_DFFE_PN0P_
cpMostUsedCell = ha_1
crit_chain = ha_1, ha_1, fa_1, a211oi_1, nor2_1, a2111oi_0, nand4_1, mux2i_1, nand3_1
path_delay_family = AND-OR/OR-AND gates
cp_slowest_cell = a2111oi_0
cp.arrival_ns = 3.59
path_class = flop to flop

[worst_hold_path]
hp-start = read_RAM_address_reg[14]$_DFFE_PN0P_
worstHoldPathCells = 2
hold_end = read_RAM_address_reg[14]$_DFFE_PN0P_
hp-class = flop to flop

[power]
pwr-share-comb = 0.065
intPower_mw = 0.5030
p_clk_frac = 0.347
power.switching_mw = 0.1428
leakage_nw = 1.560
p_seq_frac = 0.588
sw_frac_of_total = 0.2211
peakVddDrop_uv = 93.43
power_density_mw_per_mm2 = 183.6

[cells_and_area]
final_cells = 449
largest_register_ffs = 17
design_area_mm2 = 0.003517
final_layout_size_suffix_gt1_frac = 0.04438
area_delta_synth_final_pct = 23.51

[floorplan]
die_h_um = 99.43
die_x_um = 99.43
ioPinCount = 48
coreArea_mm2 = 0.009196
rows = 35
initial_utilization = 0.3097
die_area_mm2 = 0.009886

[run]
warnings = 29
maxCapViolCount = 0
synth_stat cells, drive strengths merged, types with 2 or more instances:
master and instances:
a2111oi 3, a211oi 4, a21oi 4, a22o 4, and2 3, and3b 2, and4 3, clkbuf 8
dfrtp 49, edfxtp 2, ha 23, inv 9, mux2i 2, nand2 28, nand3 13, nand4 4
nand4b 2, nor2 35, nor2b 4, nor3 8, nor4 4, o2111ai 2, o211ai 2, o21a 3
o21ai 22, o21bai 2, o31ai 2, or2 2, xnor2 10, xor2 16
placed cells by master, fill, tap and decap left out, types with 3 or more instances in the layout:
| cell type | instances |
|---|---|
| o21ai_0 | 22 |
| nand2_1 | 28 |
| o21a_1 | 3 |
| dfrtp_1 | 49 |
| a211oi_1 | 4 |
| nor2b_1 | 4 |
| xnor2_1 | 10 |
| and2_1 | 3 |
| nand3_1 | 13 |
| clkbuf_8 | 6 |
| xor2_1 | 16 |
| a2111oi_0 | 3 |
| nor2_1 | 35 |
| nor4_1 | 4 |
| inv_1 | 9 |
| buf_4 | 3 |
| clkdlybuf4s50_1 | 44 |
| a21oi_1 | 4 |
| a22o_1 | 4 |
| and4_1 | 3 |
| nand4_1 | 4 |
| ha_1 | 23 |
| nor3_1 | 7 |
metrics by stage:
step | setup WS (ns) | hold WS (ns) | util | power (mW)
4_1_cts | 2.159 | 0.4926 | 0.3824 | 0.6577
3_3_place_gp | 2.227 | 0.4620 | 0.3717 | 0.4304
2_1_floorplan | 2.620 | 0.4246 | - | 0.3949
3_5_place_dp | 2.189 | 0.4707 | 0.3717 | 0.4308
6_report | 2.194 | 0.4826 | 0.3824 | 0.6458
5_1_grt | 1.917 | 0.5167 | 0.3824 | 0.6821
cell type report:
type / instances / area [um^2]
fill: 896 / 5679
multi-input combinational: 222 / 1491
sequential: 51 / 1286
timing repair buffer: 48 / 467.9
tap: 111 / 138.9
clock buffer: 6 / 82.58
inverter: 9 / 33.78
clock inverter: 2 / 16.27
power by group through the flow:
stage	sequential, mW	combinational [mW]	clock (mW)
after global routing	0.381	0.0479	0.253
after CTS	0.380	0.0437	0.234
final	0.380	0.0419	0.224
layer usage:
| layer | share of wire | wire length, um | GRT usage | vias up |
|---|---|---|---|---|
| li1 | - | - | - | 1140 |
| met2 | 0.43 | 2364 | 0.1875 | 51 |
| met3 | 0.056 | 310 | 0.02573 | 2 |
| met5 | 0 | 0 | 0 | - |
| met4 | 0.0038 | 21 | 0.009050 | 0 |
| met1 | 0.51 | 2841 | 0.2075 | 1009 |
worst min-delay path, delay by kind of cell, from the launching register on:
kind	cells	cell delay (ns)
AOI/OAI and AO/OA	1	0.06
and+or+nand+nor	1	0.05
DFF	1	0.35
worst max path at each step:
stage / startpoint / cells after the start / to / slack, ns
final: vcount[1]$_DFFE_PN0N_ / 9 / read_RAM_address_reg[16]$_DFFE_PN0P_ / 2.19
after global routing: vcount[1]$_DFFE_PN0N_ / 9 / read_RAM_address_reg[16]$_DFFE_PN0P_ / 1.92
after CTS: vcount[1]$_DFFE_PN0N_ / 9 / read_RAM_address_reg[16]$_DFFE_PN0P_ / 2.16
kinds of logic after synthesis:
| logic type | count (synthesis) | synth area share |
|---|---|---|
| flops | 51 | 0.4517 |
| fa+ha+maj | 24 | 0.1081 |
| buf+inv | 18 | 0.02636 |
| compound gates | 55 | 0.1283 |
| mux | 2 | 0.007030 |
| simple gates | 115 | 0.1986 |
| xor+xnor | 26 | 0.07996 |
Power is estimated from default activity; no workload was simulated.
