$ cat ./design.v
`timescale 1ns/1ns
module ov767_setup 
# (parameter INPUT_CLK_FREQ = 25000000)
(
input wire clk,                
input wire reset,
input wire SCCB_ready_signal,   
input wire [15:0] rom_out,    
input wire start,             
output wire [7:0] rom_select,  
output wire done,              
output wire [7:0] sccb_sub_address,   
output wire [7:0] sccb_set_data,      
output wire sccb_start_sign           
);
reg [2:0] OV7670_SETUP_FSM_state = 0;
reg [2:0] FSM_return_state = 0;
reg [31:0] timer = 0;
reg [7:0] rom_select_reg;
reg done_reg;
reg [7:0] sccb_sub_address_reg;
reg [7:0] sccb_set_data_reg;
reg sccb_start_sign_reg;
assign done = done_reg;
assign rom_select = rom_select_reg;
assign sccb_sub_address = sccb_sub_address_reg;
assign sccb_set_data = sccb_set_data_reg;
assign sccb_start_sign = sccb_start_sign_reg;
localparam FSM_IDLE = 0;
localparam FSM_SEND = 1;
localparam FSM_DONE = 2;
localparam FSM_TIMER = 3;
always @(posedge clk or negedge reset) begin
    if (!reset) begin
        rom_select_reg <= 0;   
        done_reg <= 0;
        sccb_sub_address_reg <= 0;
        sccb_set_data_reg <= 0;
        sccb_start_sign_reg <= 0;   
    end
    else begin
        case (OV7670_SETUP_FSM_state) 
            FSM_IDLE: begin
                OV7670_SETUP_FSM_state <= #1 start ? FSM_SEND : FSM_IDLE;
                rom_select_reg <= #1 0;
                done_reg <= start ? 0 : done_reg;   
            end
            FSM_SEND: begin
                case (rom_out)
                    16'hFFFF: begin
                        OV7670_SETUP_FSM_state <= #1 FSM_DONE;    
                        sccb_start_sign_reg <= #1 0;                
                    end
                    16'hFFF0:  begin
                        timer <= #1 (INPUT_CLK_FREQ / 100);  
                        OV7670_SETUP_FSM_state <= #1 FSM_TIMER;
                        FSM_return_state <= #1 FSM_SEND;
                        rom_select_reg <= #1 rom_select_reg + 1;                        
                    end
                    default: begin
                        if (SCCB_ready_signal) begin
                            OV7670_SETUP_FSM_state <= #1 FSM_TIMER;
                            FSM_return_state <= #1 FSM_SEND;
                            timer <= 0;   
                            rom_select_reg <= #1 rom_select_reg + 1;
                            sccb_sub_address_reg <= #1 rom_out[15:8];   
                            sccb_set_data_reg <= #1 rom_out[7:0];       
                            sccb_start_sign_reg <= #1 1;   
                        end
                    end
                endcase
            end
            FSM_DONE: begin
                OV7670_SETUP_FSM_state <= #1 FSM_IDLE;
                done_reg <= #1 1;
                sccb_start_sign_reg <= #1 0;
            end
            FSM_TIMER: begin
                OV7670_SETUP_FSM_state <= #1 (timer == 0) ? FSM_return_state : FSM_TIMER;
                timer <= #1 (timer == 0) ? 0 : timer - 1;
                sccb_start_sign_reg <= #1 0;   
            end
        endcase
    end
end
endmodule
`timescale 1ns/1ns
module ov7670_setup_module_top 
#(
    parameter INPUT_CLK_FREQ = 25000000
)
(
input wire clk,   
input wire reset,
input wire start,  
output wire sioc_to_ov7670,   
output wire siod_to_ov7670,   
output wire done,     
output wire ov7670_pwdn,
output wire ov7670_reset
);
wire [15:0] rom_out;
wire [7:0] rom_select;
wire [7:0] sccb_sub_address;
wire [7:0] sccb_set_data;
wire sccb_start_sign;
wire SCCB_ready_signal;
wire sioc;
wire siod;
assign sioc_to_ov7670 = sioc;
assign siod_to_ov7670 = siod;
assign ov7670_pwdn = 1'b0;
assign ov7670_reset = 1'b1;
ov767_setup #(.INPUT_CLK_FREQ(INPUT_CLK_FREQ)) ov767_setup(
    .clk(clk),
    .reset(reset),
    .SCCB_ready_signal(SCCB_ready_signal),
    .rom_out(rom_out),
    .start(start),    
    .rom_select(rom_select),
    .done(done),
    .sccb_sub_address(sccb_sub_address),
    .sccb_set_data(sccb_set_data),
    .sccb_start_sign(sccb_start_sign)
);
ov7670_setup_rom ov7670_setup_rom(
    .clk(clk),
    .rom_select(rom_select),
    .rom_out(rom_out)
);
sccb_communication #(
    .INPUT_CLK_FREQ(INPUT_CLK_FREQ)
) sccb_communication(
    .clk(clk),
    .reset(reset),
    .start(sccb_start_sign),
    .sub_address(sccb_sub_address),
    .set_data(sccb_set_data),
    .ready(SCCB_ready_signal),
    .SIOC(sioc),
    .SIOD(siod)
);
endmodule
`timescale 1ns/1ns
module ov7670_setup_rom (    
    input wire clk,    
    input wire [7:0] rom_select,  
    output wire [15:0] rom_out    
);
    reg [15:0] dout;
    assign rom_out = dout;
    always @(posedge clk) begin
        case(rom_select) 
            0:  dout <= 16'h12_80;  
            1:  dout <= 16'hFF_F0;  
            2:  dout <= 16'hFF_F0;  
            3:  dout <= 16'h12_14;  
            4:  dout <= 16'h11_80;  
            5:  dout <= 16'h0C_00;  
            6:  dout <= 16'h3E_00;  
            7:  dout <= 16'h04_00;  
            8:  dout <= 16'h40_d0;  
            9:  dout <= 16'h3a_04;  
            10:  dout <= 16'h14_18;  
            11: dout <= 16'h4F_B3;  
            12: dout <= 16'h50_B3;  
            13: dout <= 16'h51_00;  
            14: dout <= 16'h52_3d;  
            15: dout <= 16'h53_A7;  
            16: dout <= 16'h54_E4;  
            17: dout <= 16'h58_9E;  
            18: dout <= 16'h3D_C0;  
            19: dout <= 16'h17_14;  
            20: dout <= 16'h18_02;  
            21: dout <= 16'h32_80;  
            22: dout <= 16'h19_03;  
            23: dout <= 16'h1A_7B;  
            24: dout <= 16'h03_0A;  
            25: dout <= 16'h0F_41;  
            26: dout <= 16'h1E_00;  
            27: dout <= 16'h33_0B;  
            28: dout <= 16'h3C_78;  
            29: dout <= 16'h69_00;  
            30: dout <= 16'h74_00;  
            31: dout <= 16'hB0_84;  
            32: dout <= 16'hB1_0c;  
            33: dout <= 16'hB2_0e;  
            34: dout <= 16'hB3_80;  
            35: dout <= 16'h70_3a;
            36: dout <= 16'h71_35;
            37: dout <= 16'h72_11;
            38: dout <= 16'h73_f0;
            39: dout <= 16'ha2_02;
            40: dout <= 16'h7a_20;
            41: dout <= 16'h7b_10;
            42: dout <= 16'h7c_1e;
            43: dout <= 16'h7d_35;
            44: dout <= 16'h7e_5a;
            45: dout <= 16'h7f_69;
            46: dout <= 16'h80_76;
            47: dout <= 16'h81_80;
            48: dout <= 16'h82_88;
            49: dout <= 16'h83_8f;
            50: dout <= 16'h84_96;
            51: dout <= 16'h85_a3;
            52: dout <= 16'h86_af;
            53: dout <= 16'h87_c4;
            54: dout <= 16'h88_d7;
            55: dout <= 16'h89_e8;
            56: dout <= 16'h13_e0;  
            57: dout <= 16'h00_00;  
            58: dout <= 16'h10_00;  
            59: dout <= 16'h0d_40;  
            60: dout <= 16'h14_18;  
            61: dout <= 16'ha5_05;  
            62: dout <= 16'hab_07;  
            63: dout <= 16'h24_95;  
            64: dout <= 16'h25_33;  
            65: dout <= 16'h26_e3;  
            66: dout <= 16'h9f_78;  
            67: dout <= 16'ha0_68;  
            68: dout <= 16'ha1_03;  
            69: dout <= 16'ha6_d8;  
            70: dout <= 16'ha7_d8;  
            71: dout <= 16'ha8_f0;  
            72: dout <= 16'ha9_90;  
            73: dout <= 16'haa_94;  
            74: dout <= 16'h13_e5;  
            default: dout <= 16'hFF_FF;          
        endcase
    end
endmodule
`timescale 1ns/1ns
module sccb_communication 
#(
    parameter INPUT_CLK_FREQ = 25000000,   
    parameter SCCB_FREQ = 100000   
)
(
    input wire clk,   
    input wire reset,
    input wire start,
    input wire [7:0] sub_address,  
    input wire [7:0] set_data,   
    output wire ready,
    output wire SIOC,   
    inout wire SIOD     
);
reg ready_reg = 1'b1;
reg SIOC_reg = 1'b1;
reg SIOD_reg = 1'b1;
assign ready = ready_reg;
assign SIOC = SIOC_reg;
assign SIOD = SIOD_reg;
localparam CAMERA_ADDRESS = 8'h42;  
localparam FSM_IDLE = 4'd0,
           FSM_START = 4'd1,
           FSM_LOAD = 4'd2,
           FSM_TXM1 = 4'd3,
           FSM_TXM2 = 4'd4,
           FSM_TXM3 = 4'd5,
           FSM_TXM4 = 4'd6,
           FSM_END_PROC1 = 4'd7,
           FSM_END_PROC2 = 4'd8,
           FSM_END_PROC3 = 4'd9,
           FSM_END_PROC4 = 4'd10,
           FSM_DONE = 4'd11,
           FSM_TIMER = 4'd12;
reg [3:0] SCCB_FSM_state = 0;
reg [3:0] FSM_return_state = 0;
reg [31:0] timer = 0;   
reg [7:0] sub_address_reg;  
reg [7:0] set_data_reg;     
reg [1:0] byte_counter = 0;   
reg [3:0] bit_index = 0;
reg [7:0] load_txm_byte = 0;   
always @(posedge clk or negedge reset) begin
    if (!reset) begin
        SCCB_FSM_state <= FSM_IDLE;
    end
    else begin
        case (SCCB_FSM_state)
            FSM_IDLE: begin
                bit_index <= #1 4'b0000;
                byte_counter <= #1 2'b00;
                if (start) begin
                    SCCB_FSM_state <= #1 FSM_START;
                    sub_address_reg <= #1 sub_address;
                    set_data_reg <= #1 set_data;
                    ready_reg <= #1 1'b0;
                end
                else begin
                    ready_reg <= #1 1'b1; 
                end
            end
            FSM_START: begin
                SCCB_FSM_state <= #1 FSM_TIMER;
                FSM_return_state <= #1 FSM_LOAD;
                timer <= #1 (INPUT_CLK_FREQ / (4*SCCB_FREQ));
                SIOC_reg <= #1 1'b1;  
                SIOD_reg <= #1 1'b0;  
            end
            FSM_LOAD: begin            
                SCCB_FSM_state <= #1 (byte_counter == 3) ? FSM_END_PROC1 : FSM_TXM1;
                byte_counter <= #1 byte_counter + 1;
                bit_index <= #1 0;  
                case (byte_counter)
                    0: load_txm_byte <= #1 CAMERA_ADDRESS;
                    1: load_txm_byte <= #1 sub_address_reg;
                    2: load_txm_byte <= #1 set_data_reg;
                    default: load_txm_byte <= #1 set_data_reg;
                endcase            
            end
            FSM_TXM1: begin
                SCCB_FSM_state <= #1 FSM_TIMER;
                FSM_return_state <= #1 FSM_TXM2;
                timer <= #1 (INPUT_CLK_FREQ / (4*SCCB_FREQ));
                SIOC_reg <= #1 1'b0;
            end
            FSM_TXM2: begin
                SCCB_FSM_state <= #1 FSM_TIMER;
                FSM_return_state <= #1 FSM_TXM3;
                timer <= #1 (INPUT_CLK_FREQ / (4*SCCB_FREQ));
                if (bit_index < 8)
                    SIOD_reg <= #1 load_txm_byte[7];  
                else
                    SIOD_reg <= #1 1'bz;  
            end
            FSM_TXM3: begin
                SCCB_FSM_state <= #1 FSM_TIMER;
                FSM_return_state <= #1 FSM_TXM4;
                timer <= #1 (INPUT_CLK_FREQ / (2*SCCB_FREQ));
                SIOC_reg <= #1 1'b1;  
            end
            FSM_TXM4: begin
                SCCB_FSM_state <= #1 (bit_index == 8) ? FSM_LOAD : FSM_TXM1;
                load_txm_byte <= #1 load_txm_byte << 1;
                bit_index <= bit_index + 1;
            end
            FSM_END_PROC1: begin
                SCCB_FSM_state <= #1 FSM_TIMER;
                FSM_return_state <= #1 FSM_END_PROC2;
                timer <= #1 (INPUT_CLK_FREQ / (4*SCCB_FREQ));
                SIOC_reg <= #1 1'b0;   
            end
            FSM_END_PROC2: begin
                SCCB_FSM_state <= #1 FSM_TIMER;
                FSM_return_state <= #1 FSM_END_PROC3;
                timer <= #1 (INPUT_CLK_FREQ / (4*SCCB_FREQ));
                SIOD_reg <= #1 1'b0;
            end
            FSM_END_PROC3: begin
                SCCB_FSM_state <= #1 FSM_TIMER;
                FSM_return_state <= #1 FSM_END_PROC4;
                timer <= #1 (INPUT_CLK_FREQ / (4*SCCB_FREQ));
                SIOC_reg <= #1 1'b1; 
            end
            FSM_END_PROC4: begin
                SCCB_FSM_state <= #1 FSM_TIMER;
                FSM_return_state <= #1 FSM_DONE;
                timer <= #1 (INPUT_CLK_FREQ / (4*SCCB_FREQ));
                SIOD_reg <= #1 1'b1;
            end
            FSM_DONE: begin
                SCCB_FSM_state <= #1 FSM_TIMER;
                FSM_return_state <= #1 FSM_IDLE;
                timer <= #1 (INPUT_CLK_FREQ / (2*SCCB_FREQ));
                byte_counter <= #1 0;
            end
            FSM_TIMER: begin
                SCCB_FSM_state <= #1 (timer == 0) ? FSM_return_state : FSM_TIMER;
                timer <= #1 (timer == 0) ? 0 : timer - 1;
            end
            default: begin
                SCCB_FSM_state <= #1 FSM_IDLE;
            end
        endcase  
    end  
end
endmodule
$ cat ./run.sh
#!/bin/bash
# OpenROAD 26Q1-2900-gdf79404cd8, Yosys 0.63+post, stock flow scripts
make -C /OpenROAD-flow-scripts/flow DESIGN_CONFIG=/design/flow/config.mk WORK_HOME=/design/flow/orfs finish
$ cat ./config.mk
export PLATFORM = sky130hd
export DESIGN_NAME = ov7670_setup_module_top
export DESIGN_NICKNAME = ov7670_setup_module_top
export VERILOG_FILES = /design/flow/design.v
export SDC_FILE = /design/flow/constraint.sdc
export NUM_CORES = 4
export LEC_CHECK = 1
export CORE_UTILIZATION = 30
$ cat ./constraint.sdc
current_design ov7670_setup_module_top

set clk_period 12.6
set clk_io_pct 0.2

create_clock -name clk0 -period $clk_period [get_ports {clk}]

set non_clock_inputs [all_inputs -no_clocks]
set_input_delay [expr $clk_period * $clk_io_pct] -clock clk0 $non_clock_inputs
set_output_delay [expr $clk_period * $clk_io_pct] -clock clk0 [all_outputs]
==> flow_summary.ini <==
; synthesis and place-and-route metrics
[sta]
relSlewSlack = 0.4738
min_period_ps = 3824
fmax_ghz = 0.2615
post-route-period-util = 0.3035
worst_pin_slew_ps = 782.2
rsz0062_at_grt = false
hold_viol = 0
hold_ws_ps = 445.5
setup_viol = 0
fin_skew_ps = 8.569
fin_tns_setup_ps = 0
finalMaxSlewViolations = 0

[critical_path]
cp_slowest_cell = and2_1
worstPathCellList = buf_2 -> buf_4 -> and3_1 -> and2_1
critPathLaunchType = primary input
path_buffers = 2
critical_path.endpoint_type = flip-flop
worstPathArrival_ps = 3870
required_ps = 12640
critical_path_class = in -> reg
crit_fanout = 40
cp_top_family = simple AND/OR/NAND/NOR gates
max_stage_delay_ps = 550

[synthesis]
synth_stat.cells = 917
ys_sh_xor = 0.05689
top_area_cell = edfxtp_1
synthCells = 917
synth-area-yosys_um2 = 8929
synth_area_um2 = 8929
topCellsByArea = edfxtp_1, dfrtp_1, nor2_1
top_logic_kind = simple AND/OR/NAND/NOR gates
synthFlopType = edfxtp_1
numSynthFlops = 150
yosysMostFrequentCell = edfxtp_1
avgSynthCellArea_um2 = 9.737
synth_seq_share = 0.4697
yosysTopAreaCellShare = 0.3498
ys.warnings.count = 4
edf_count = 104
synth_cell_types = 73
common_cells = edfxtp_1, nor2_1, nand2_1, a21oi_1, o21ai_0
async_reset_ff_frac = 0.2000
yosys.area_share.simple = 0.2112
fa_ha_area_frac = 0.03643
mux_area_frac = 0.03910
compound_area_frac = 0.1502

[floorplan]
fp.coreArea_um2 = 29010
die_w_um = 174.5
io_pins = 8
initCoreUtil = 0.3077
rows = 62
chipArea_um2 = 30460
die_h_um = 174.5

[placed_design]
io_buffer_count = 5
place_hpwl_mm = 12.70
gp_congestion = 0.9351
post-place-cells = 1263

[global_route]
grt_pass1_wl_mm = 32.50
grt_pass1_vias = 6389
grt_start_max_net_pins = 75
use_met2 = 0.1972
grt_use_total = 0.1334
grt_overflow = 0
antenna_found_initial = 0
grt.busiest_layer = met1
globalRouteMet1Util = 0.2136
gr-usage-met3 = 0.02072

[clocking]
cts_root_buffer = clkbuf_16
holdBufCountCts = 0
cts.path.max_buffers = 2
numClockSinks = 150
clock_latency_ps = 410
cts_resized = 0
cts_buffers = 17
clk_pin_slew_worst_paths_ps = 60
cts_tree = done
cts_setup_buffers = 0
cts_max_level = 4

[run]
max_cap_viol_count = 0
warnings = 43

[drt]
num_vias = 6771
num_antenna_cells = 0
first_pass_iters = 6
wl_per_cell_um = 14.85
first_iter_violations = 680
viasPerCell = 5.229
wirelength_mm = 19.23
postRouteAntennaNets = 0
route.detailed.drc = 0

[layout]
top_regs = ov767_setup.timer x32, sccb_communication.timer x32, ov7670_setup_rom.dout x16
finalNonFillerCells = 1295
area_growth_pct = 11.39
drive_above_1_share = 0.09330
utilization = 0.3428

[power]
p_leak_nw = 3.383
totalPowerFinal_mw = 1.647
powerDensity_nw_per_um2 = 165.6
irDropWorstVdd_mv = 0.09940

[worst_hold_path]
hold_class = reg -> reg

[run_status]
outcome = finished, final reports clean
[cell type report]
class | instances | area [um2]
fill | 2900 | 19070
timing repair buffer | 20 | 157.7
multi-input combinational | 688 | 4443
inverter | 21 | 78.83
clock buffer | 18 | 429.2
tap | 384 | 480.5
clock inverter | 14 | 160.2
sequential | 150 | 4197
[cell families after synthesis]
family / Yosys count
other: 2
adders and majority gates: 26
AOI/OAI and AO/OA: 204
and+or+nand+nor: 367
xor gates and xnor gates: 58
DFF: 150
muxes: 30
buffers and inverters: 80
[worst paths after layout]
path                                                                   start                                            to  slack [ps]  cells after the start
worst min register to register  ov767_setup.sccb_set_data_reg[5]$_DFFE_PN0P_  sccb_communication.set_data_reg[5]$_DFFE_PP_         450                      0
worst max register to register     ov767_setup.rom_select_reg[0]$_DFFE_PN0P_           ov7670_setup_rom.dout[6]$_SDFF_PP1_        9380                      7
min in group asynchronous                                              reset     ov767_setup.rom_select_reg[1]$_DFFE_PN0P_        2150                      2
worst max-delay path                                                   reset  sccb_communication.set_data_reg[6]$_DFFE_PP_        8780                      4
max in group asynchronous                                              reset     ov767_setup.rom_select_reg[2]$_DFFE_PN0P_       10090                      2
worst min-delay path            ov767_setup.sccb_set_data_reg[5]$_DFFE_PN0P_  sccb_communication.set_data_reg[5]$_DFFE_PP_         450                      0
[layout by cell type (no fill, tap or decap), types with 16 or more instances in the layout]
| cell type | instances |
|---|---|
| edfxtp_1 | 104 |
| nor2_1 | 100 |
| nand2_1 | 72 |
| a21oi_1 | 51 |
| o21ai_0 | 47 |
| xnor2_1 | 32 |
| nor3_1 | 30 |
| dfrtp_1 | 28 |
| xor2_1 | 26 |
| ha_1 | 26 |
| nor4_1 | 24 |
| inv_1 | 20 |
| nand3_1 | 20 |
| mux2_2 | 19 |
| nor2b_1 | 17 |
| nand2b_1 | 17 |
| o211ai_1 | 17 |
| clkbuf_16 | 17 |
| dfxtp_1 | 16 |
[report_power, final]
part           leakage [nW]  internal [mW]  switching, mW
Combinational          1.61          0.179          0.276
Sequential             1.49          0.627         0.0646
Clock                 0.278          0.309          0.191
[per-layer routing]
layer	share of wire	up-vias	wire length [um]
met5	0	-	0
li1	-	3357	-
met1	0.49	3174	9354
met3	0.058	38	1112
met4	0.023	0	447
met2	0.43	202	8317
[through the flow]
step | setup WS, ps | instance area [um2]
after floorplan | 7764 | 8932
after global placement | 8304 | 9356
after detailed placement | 8286 | 9356
after CTS | 8731 | 9946
after global routing | 8595 | 9946
final | 8776 | 9946
[worst register-to-register path, cell delays in order, from the launching register on]
cell and delay, ps:
dfrtp_1 710, inv_1 320, ha_1 760, nor3b_1 180
a211o_1 310, o311a_1 100, o41ai_1 570, nand2_1 120
Power and IR drop assume default switching activity.
