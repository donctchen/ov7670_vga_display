==> design.v <==
`timescale 1ns/1ns
module system_control_fsm (
input wire clk,  
input wire reset,
input wire locked,  
input wire ov7670_setup_done,
input wire testmode,
output wire start_capture,
output wire start_ov7670_hw_setup,
output wire [5:0] control_state,  
output wire ready_display
);
localparam FSM_START = 0;
localparam FSM_START_SET = 1;
localparam FSM_SETUP_OV7670 = 2;
localparam FSM_VGA_DISPLAY = 3;
localparam FSM_TIMER = 4;
reg ready_display_reg = 0;
reg [2:0] CONTROL_FSM_state = 0;
reg [31:0] timer = 0;
reg [2:0] FSM_return_state = 0;
reg start_capture_reg = 0;
reg start_ov7670_hw_setup_reg = 0;
reg [5:0] control_state_reg = 3'b000_000;
assign ready_display = ready_display_reg;
assign start_capture = start_capture_reg;
assign control_state = control_state_reg;  
assign start_ov7670_hw_setup = start_ov7670_hw_setup_reg;
always @(posedge clk or negedge reset) begin
    if (!reset) begin
        CONTROL_FSM_state <= #1 FSM_START;
    end
    else begin
    case (CONTROL_FSM_state)
        FSM_START: begin
            ready_display_reg <= #1 1'b0;
            if (testmode) begin
                CONTROL_FSM_state <= #1 FSM_VGA_DISPLAY;                
                end
            else begin
                CONTROL_FSM_state <= #1 FSM_TIMER;
                timer <= #1 50;
                FSM_return_state <= #1 FSM_START_SET;
            end               
            control_state_reg <= #1 6'b000_001;                        
        end
        FSM_START_SET: begin
            CONTROL_FSM_state <= #1 FSM_TIMER;
            timer <= #1 1;
            FSM_return_state <= #1 FSM_SETUP_OV7670;
            start_ov7670_hw_setup_reg <= #1 1'b1;
            control_state_reg <= #1 6'b000_011;   
        end
        FSM_SETUP_OV7670: begin                
            start_ov7670_hw_setup_reg <= #1 1'b0;  
            if (ov7670_setup_done || testmode) begin
                CONTROL_FSM_state <= #1 FSM_TIMER;
                FSM_return_state <= #1 FSM_VGA_DISPLAY;                    
                timer <= #1 7500000;  
            end
            else begin
                CONTROL_FSM_state <= #1 FSM_SETUP_OV7670;
            end
            control_state_reg <= #1 6'b001_111;
        end
        FSM_VGA_DISPLAY: begin                
            ready_display_reg <= #1 1'b1;
            start_capture_reg <= #1 1'b1;   
            control_state_reg <= #1 6'b111_111;
        end
        FSM_TIMER: begin                
            CONTROL_FSM_state <= #1 (timer == 0) ? FSM_return_state : FSM_TIMER;
            timer <= #1 (timer == 0) ? 0 : timer - 1;
            control_state_reg <= #1 6'b101_010;
        end
        default: begin
            CONTROL_FSM_state <= #1 FSM_START;    
        end
    endcase
    end
end
endmodule
==> run.sh <==
#!/bin/bash
# OpenROAD 26Q1-2900-gdf79404cd8, Yosys 0.63+post, stock flow scripts
make -C /OpenROAD-flow-scripts/flow DESIGN_CONFIG=/design/flow/config.mk WORK_HOME=/design/flow/orfs finish
==> config.mk <==
export PLATFORM = sky130hd
export DESIGN_NAME = system_control_fsm
export DESIGN_NICKNAME = system_control_fsm
export VERILOG_FILES = /design/flow/design.v
export SDC_FILE = /design/flow/constraint.sdc
export NUM_CORES = 4
export LEC_CHECK = 1
export CORE_UTILIZATION = 30
==> constraint.sdc <==
current_design system_control_fsm

set clk_period 8.2
set clk_io_pct 0.2

create_clock -name clk0 -period $clk_period [get_ports {clk}]

set non_clock_inputs [all_inputs -no_clocks]
set_input_delay [expr $clk_period * $clk_io_pct] -clock clk0 $non_clock_inputs
set_output_delay [expr $clk_period * $clk_io_pct] -clock clk0 [all_outputs]
==> notes.md <==
Notes on the physical implementation.

- The register with the most flip-flops in the layout has 32 of them.
- The floorplan step set the die height to around 90 µm.
- The number of buffers created by CTS is 5, for reference.
- In this run the maximum-capacitance check reported violations numbering 0.
- Of all cell types, the one taking the most synthesized area is sky130_fd_sc_hd__edfxtp_1.
- The number of antenna violations at the first check in global routing is 0, for reference.
- The mean routed wirelength per cell is between 10 and 15 µm, for reference.
- The global-route wire length before repair is about 7.7 mm, for reference.
- The last weighted congestion value of the routability-driven placer is about 0.82, for reference.
- The primary flip-flop cell chosen by synthesis mapping is sky130_fd_sc_hd__edfxtp_1, for reference.
- Per Yosys stat, the portion of area used by sequential elements is 56.1%.
- The number of hold buffers added after CTS is 0, for reference.
- The floorplan has 32 rows.
- The worst-margin pin slew is approximately 0.65 ns, for reference.
- Per the OpenROAD floorplan log, the area of the core is around 0.0078 mm².
- The layout stage reports a final design area of 0.00276 mm².
- Global routing used about an eighth of the available tracks across all layers.
- The die covers roughly 0.0085 mm².
- The startpoint type of the worst setup path is an input pin, for reference.
- STA lists the maximum fanout along the critical path as 32.
- The kind of critical path is in2reg, for reference.
- The number of diodes added for antenna fixing is 0, for reference.
- Between clock sinks in the finished design, the worst skew comes to approximately 0.0044 ns.
- The run finished with clean final reports.
- The first-pass iteration count of the detailed router is 4, for reference.
- Entering global routing, the biggest net connects 33 pins.
- The final timing report lists a hold violation count of 0.
- The maximum level of the CTS H-tree is 2, for reference.
- The share of the cycle needed by the critical path after routing is just over 40%, for reference.
- The share of the core filled with cells in the final layout is a little over a third, for reference.
- The nature of the critical path endpoint is a flop, for reference.
- The count of cells along the worst hold path is 2, for reference.
- The worst path required time is 8.15 ns, for reference.
- The root buffer cell is sky130_fd_sc_hd__clkbuf_8, for reference.
- The area growth from synthesis to layout is 13.5%.
- For reference, the final report shows the max-slew violation count at 0.
- The die boundary width is just over 90 µm, for reference.
- Post-synthesis, Yosys gives the total cell area as 0.00244 mm².
- The maximum number of buffers from clock root to sink is 2, for reference.
- The async set or reset register ratio after synthesis is 6.52%, for reference.
- In this run the VDD rail shows a maximum IR drop of between 0.15 and 0.2 mV.
- The synthesized design contains 43 enable-type register cells.
- The fraction of layout cells with a size suffix above 1 is approximately 6.8%, for reference.
- In this run the critical register-to-register path is launched from timer[13].
- For this block, the routed nets add up to between 4 and 5 mm of wire.
- Detailed placement reports a standard cell area of ~0.0027 mm².
- The HPWL after detailed placement is 2.89 mm, for reference.
- For this run, the detailed router reports a per-instance via density of about 4.9.
- The script parses the final routing iteration and logs DRC violations as 0.
- For the worst flop-to-flop path, the logic depth is 6.
- The setup slack of the worst register-to-register path is 5.29 ns, for reference.
- The capturing point of the worst reg2reg path is timer[13], for reference.
- The top cell type's share of synthesized area is between 50% and 60%, for reference.
- Counting the warning lines in the Yosys log gives 1.
- The synthesized design contains 46 register bits.
- The launch point of the critical path was reported as reset.
- Dividing the synthesized area by the synthesized cell count gives 11.0 µm².
- The number of setup violations in the final report is 0, for reference.
- The minimum clock period after layout is 3.33 ns, for reference.
- The global route stage reports its total congestion overflow as 0.
- The path class of the tightest hold or removal check is reg2reg.
- TritonCTS built the clock tree.
- Sorting the synthesized cells by area gives the leading types as sky130_fd_sc_hd__edfxtp_1, sky130_fd_sc_hd__xnor2_1, sky130_fd_sc_hd__nor2_1.
- Setup repair after global routing left no endpoint under its margin.
- The clock-pin slew reported for the worst setup and hold paths after clock tree synthesis is roughly 0.08 ns, for reference.
- Post-CTS repair ended up resizing 0 cells.
- The buffer count from post-CTS setup fixing is 0, for reference.
- In this run the remaining antenna-violating nets after routing total 0.
- Setup total negative slack on the finished layout was measured at 0 ns.
- The cell count in the Yosys report is ~220, for reference.
- The via count of the first global-routing pass was between 1500 and 2000.
- Power spread over the standard cell area amounts to between 300 and 400 mW/mm².
- Warnings raised by the tools during the run amount to 27.
- The I/O pin count is 14, for reference.
- For this run, the top clock speed supported by timing is between 300 and 400 MHz.
- The CTS log lists the clock sinks for this run as about 46.
- Port buffering added 12 buffers.
- For the worst setup path, the data arrival time is 3.28 ns.
- The end point of the worst hold path is CONTROL_FSM_state[0], for reference.
- Per the OpenROAD power report, leakage power amounts to roughly 0.0009 µW.
- The mapped netlist covers between 0.002 and 0.0025 mm².
- The startpoint of the lowest-slack hold path is FSM_return_state[0], for reference.
- The synthesized netlist cell count is 222, for reference.
- Before placement the cells fill 31.2% of the core.
- The number of DRC markers in iteration 0 is 82, for reference.
- Per the detail_route report, the via count comes to approximately 1700.
- The insertion delay at the late pin of the worst-skew pair is ~0.29 ns, for reference.
- The relative max-transition margin is around 57%, for reference.
- The netlist uses roughly 43 different library cells.
per-stage QoR:
stage | hold WS (ns) | worst slack [ns] | std cells | power [µW]
2_1_floorplan | 0.491 | 4.41 | 222 | 734
3_3_place_gp | 0.506 | 4.52 | 328 | 834
3_5_place_dp | 0.516 | 4.52 | 328 | 839
4_1_cts | 0.553 | 4.83 | 336 | 1010
5_1_grt | 0.568 | 4.74 | 336 | 1080
6_report | 0.545 | 4.87 | 336 | 995
logic make-up after synthesis:
group           share of synthesized area [%]
fa+ha+maj                                1.03
buf+inv                                  2.41
other cells                             0.154
simple gates                             21.8
mux                                     0.822
compound gates                           8.73
flops                                    56.1
xor+xnor                                 8.99
worst max-delay path, cell delays in order:
cell                              delay, ns
sky130_fd_sc_hd__clkdlybuf4s50_1       0.62
sky130_fd_sc_hd__and2_1                0.35
sky130_fd_sc_hd__o21ai_0               0.17
sky130_fd_sc_hd__nor2_2                0.10
sky130_fd_sc_hd__buf_4                 0.38
placed cells by master (no fill, tap or decap), drive strengths merged, types with 4 or more instances in the layout:
cell / Yosys / layout
nor4: 10 / 10
clkbuf: 6 / 7
nor2: 28 / 28
clkdlybuf4s50: 0 / 12
xnor2: 21 / 21
a21oi: 4 / 4
or4: 7 / 7
inv: 4 / 4
nor3: 12 / 12
and2: 6 / 6
edfxtp: 43 / 43
or3: 4 / 4
xor2: 4 / 4
nand2: 12 / 12
o22ai: 4 / 4
o21ai: 13 / 13
cell usage after synthesis (all sizes together), types with 3 or more instances:
library cell	count
edfxtp	43
nor2	28
xnor2	21
o21ai	13
nand2	12
nor3	12
nor4	10
or4	7
and2	6
clkbuf	6
a21oi	4
buf	4
inv	4
o22ai	4
or3	4
xor2	4
dfrtp	3
nand3	3
nand4	3
or2	3
power breakdown:
part / total [µW] / leakage (µW) / switching [µW] / internal [µW]
sequential: 504 / 0.000452 / 94.3 / 409
combinational: 329 / 0.000370 / 182 / 147
clock: 162 / 0.0000524 / 71.1 / 91.2
total: 995 / 0.000875 / 348 / 647
how the worst max path moves through the flow:
stage	to	slack, ns	cells past startpoint
6_report	timer[23]	4.87	5
5_1_grt	timer[11]	4.74	5
4_1_cts	timer[11]	4.83	5
layout make-up:
type                       count  area (µm²)
fill                         765        5040
sequential                    46        1370
multi-input combinational    162        1010
timing repair buffer          14         135
tap                          102         128
clock buffer                   7        76.3
clock inverter                 1        30.0
inverter                       4        15.0
layer usage:
layer	GRT usage, %	wire [µm]	vias up
li1	-	-	847
met1	18.9	2220	778
met2	17.1	1900	28
met3	3.04	206	2
met4	0.911	20	0
met5	0	0	-
No activity file was given, so power comes from the tool's default toggle rates.
